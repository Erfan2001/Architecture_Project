==> /design/flow/design.v <==
`timescale 1ns / 1ps
module PC_Mux(
		input [31:0] reg1,
		input [31:0] reg2,
		input selector,
		output reg [31:0] result
    );
	always@(*)
		begin
			if(selector==0)
				result=reg2;
			else
				result=reg1;
		end
endmodule
==> /design/flow/run.sh <==
#!/bin/bash
# OpenROAD 26Q1-2900-gdf79404cd8, Yosys 0.63+post, stock flow scripts
make -C /OpenROAD-flow-scripts/flow DESIGN_CONFIG=/design/flow/config.mk WORK_HOME=/design/flow/orfs finish
==> /design/flow/config.mk <==
export PLATFORM = sky130hd
export DESIGN_NAME = PC_Mux
export DESIGN_NICKNAME = PC_Mux
export VERILOG_FILES = /design/flow/design.v
export SDC_FILE = /design/flow/constraint.sdc
export NUM_CORES = 4
export LEC_CHECK = 1
export CORE_AREA = 10 10 71 71
export DIE_AREA = 0 0 81 81
==> /design/flow/constraint.sdc <==
current_design PC_Mux

set clk_period 1.0
set clk_io_pct 0.2

create_clock -name clk0 -period $clk_period

set non_clock_inputs [all_inputs -no_clocks]
set_input_delay [expr $clk_period * $clk_io_pct] -clock clk0 $non_clock_inputs
set_output_delay [expr $clk_period * $clk_io_pct] -clock clk0 [all_outputs]
==> datasheet_impl.txt <==
Table: implementation figures

Parameter                              Value

Status
  Run status .................. finished with violations
  Violations in the final reports .................. negative setup slack

Route
  WL/cell .................. 15.5 um
  Final antenna-violating net count .................. 0
  Remaining design rule violation count .................. 0
  Via density per instance .................. 3.74
  First-pass detailed-route iteration total .................. 2
  Total Wirelength .................. 2.81 mm
  Initial DRC Count .................. 1
  Number of vias in the routed layout .................. 681
  Ant diodes .................. 0

Worst setup path
  Category of the worst setup path launch point .................. input pin
  Delay contributed by the slowest stage of the critical path .................. 300 ps
  Critical Path Sink .................. result[5]
  Start point of the critical path .................. selector
  Required time reported for the critical path endpoint .................. 800 ps
  Max stage delay cell, worst path .................. mux2_4
  Crit-path max FO .................. 10
  Category of the most critical setup path .................. input pin to output pin
  Endpoint kind of the worst setup timing path .................. output pin
  Worst endpoint data arrival time .................. 880 ps
  Most used cell, CP .................. buf_12
  Critical path cell sequence .................. buf_12 -> buf_12 -> mux2_4 -> buf_6

Clocking
  Cts-stage hold buffer count .................. 0

Die
  Number of primary I/O pins .................. 97
  Die X-Extent .................. 81 um
  Die Ht .................. 81 um
  Share of the core filled by cells before placement .................. 0.150
  Placeable core area .................. 3630 um^2
  Number of core rows .................. 22
  Total Die Area .................. 6560 um^2

Placement
  Port buffer count .................. 97
  Placed wire-length estimate .................. 2.55 mm
  Routability Congestion .................. 0.852

Synth
  Yosys chip area .................. 544 um^2
  Mean cell area of the mapped netlist .................. 15.1 um^2
  Synth top cell by count .................. mux2_4
  Count of unique library cells instantiated by Yosys .................. 4
  Post-synth top area cell .................. mux2_4
  Cell total in the yosys stat output .................. 36
  Largest cells by area after synthesis .................. mux2_4 83%, buf_12 11%, mux2_2 4.1%
  Seq share, synth .................. 0
  Max-area cell share .................. 0.828
  Mapped cell area .................. 544 um^2
  Commonest cells in the netlist .................. 30 x mux2_4, 3 x buf_12, 2 x mux2_2, 1 x buf_6
  Synthesized netlist cell count .................. 36
  Number of synthesis warnings .................. 1

Timing
  Fmax achieved .................. 926 MHz
  Final critical-path setup slack .................. -80.1 ps
  Period utilisation layout .................. 1.08
  Setup repair after global routing missed its margin .................. yes
  Number of pins exceeding their max-slew limit in the final report .................. 0
  Worst hold margin .................. 798 ps
  Number of setup violations in the final report .................. 32
  Final hold vios .................. 0
  Period minus WS final .................. 1080 ps
  Headroom to the max-slew limit .................. 0.944
  Worst-margin pin slew .................. 84.4 ps

Pwr
  Pwr dens .................. 397 nW/um^2
  Peak supply drop .................. 0.131 mV
  Cell leakage power .................. 0.838 nW

Finish
  Number of flip-flops and latches .................. 0
  Number of clock buffers in the layout .................. 0
  # fillers .................. 360
  Synthesis-to-finish area growth .................. 184%
  Final Util .................. 0.425
  Comb area .................. 480 um^2
  Sequential standard cell area .................. 0 um^2
  Fraction of layout cells with a size suffix above 1 .................. 0.522

Global routing
  Number of global-route vias before repair .................. 754
  Global-route wire length before repair .................. 3.92 mm
  Gr usage total .................. 0.0738
  Remaining global-route overflow .................. 0
  Antenna violations before repair .................. 0
  Largest net degree at the start of global routing .................. 11

Job
  Number of logged tool warnings .................. 34
  # Max-Cap Violations .................. 0

Min path
  Hold depth .................. 3
  Worst min-delay path category .................. input pin to output pin
==> metrics by stage <==
| stage | cells | area (um^2) | setup slack (ps) | power [mW] | setup TNS, ps |
|---|---|---|---|---|---|
| floorplan | 36 | 544 | 66.9 | 0.206 | 0 |
| global placement | 180 | 1560 | -523 | 0.668 | -16310 |
| detailed placement | 180 | 1560 | -532 | 0.672 | -16560 |
| CTS | 182 | 1500 | -84.7 | 0.598 | -2350 |
| global route | 182 | 1550 | -98.5 | 0.656 | -2650 |
| finish | 182 | 1550 | -80.1 | 0.614 | -2220 |
==> cells by family after synthesis <==
| logic type | after synthesis | share of synthesized area |
|---|---|---|
| mux | 32 | 0.869 |
| buf+inv | 4 | 0.131 |
==> worst max-delay path: cells and delay by family <==
kind | cells | cell delay (ps)
multiplexers | 1 | 300
buffers and inverters | 3 | 370
==> where the power goes <==
group          switching [mW]  internal, mW  total, mW
combinational           0.138         0.476      0.614
sequential                  0             0          0
clock                       0             0          0
==> placed cells by master (no fill, tap or decap) <==
master / Yosys / final
dlygate4sd2_1: 0 / 64
mux2_4: 30 / 32
buf_6: 1 / 27
buf_2: 0 / 5
buf_12: 3 / 4
buf_16: 0 / 1
buf_4: 0 / 1
==> layer usage <==
layer | track usage | part of all wire
met5 | 0 | 0
met4 | 0 | 0
met3 | 0.0256 | 0.11
met2 | 0.132 | 0.50
met1 | 0.0883 | 0.40
==> cell type report <==
class / instances / area share
multi-input cells: 32 / 0.311
repair buffers: 102 / 0.650
well taps: 48 / 0.0389
==> worst min-delay path by stage <==
stage	startpoint	end
CTS	reg1[14]	result[14]
global route	reg2[14]	result[14]
finish	reg2[31]	result[31]
==> what timing repair did <==
| item | in CTS | in global routing |
|---|---|---|
| setup buffers | 1 | 0 |
| pin swaps | 0 | 0 |
| endpoints found under the setup margin | 32 | 32 |
| gates resized | 187 | 7 |
| gates cloned | 1 | 0 |
| hold endpoints to repair | 0 | 0 |
Power and IR drop assume default switching activity.
