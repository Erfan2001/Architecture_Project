===== flow/run.sh =====
#!/bin/bash
# OpenROAD 26Q1-2900-gdf79404cd8, Yosys 0.63+post, stock flow scripts
make -C /OpenROAD-flow-scripts/flow DESIGN_CONFIG=/design/flow/config.mk WORK_HOME=/design/flow/orfs finish

===== flow/config.mk =====
export PLATFORM = sky130hd
export DESIGN_NAME = Reg_File
export DESIGN_NICKNAME = Reg_File
export VERILOG_FILES = /design/flow/design.v
export SDC_FILE = /design/flow/constraint.sdc
export NUM_CORES = 4
export LEC_CHECK = 1
export CORE_UTILIZATION = 40

===== flow/constraint.sdc =====
current_design Reg_File

set clk_period 5.0
set clk_io_pct 0.2

create_clock -name clk0 -period $clk_period [get_ports {clk}]

set non_clock_inputs [all_inputs -no_clocks]
set_input_delay [expr $clk_period * $clk_io_pct] -clock clk0 $non_clock_inputs
set_output_delay [expr $clk_period * $clk_io_pct] -clock clk0 [all_outputs]

===== flow/design.v =====
`timescale 1ns / 1ps
module Reg_File(ReadRegister1, ReadRegister2, ReadData1, ReadData2, RegWrite , WriteRegister, WriteData,clk);
	input [4:0] ReadRegister1,ReadRegister2,WriteRegister;
	input [31:0] WriteData;
	input RegWrite,clk;
	output reg [31:0] ReadData1,ReadData2;
	reg [31:0] Register [0:31];
	initial begin
	Register[0] = 32'b0;
	Register[1] = 32'b0;
	Register[2] = 32'b0;
	Register[3] = 32'b0;
	Register[4] = 32'b0;
	Register[5] = 32'b0;
	Register[6] = 32'b0;
	Register[7] = 32'b0;
	end
	always @(posedge clk)
	begin
		if(RegWrite == 1)
			begin
			Register[WriteRegister] <= WriteData;
			end
	end
	always @(negedge clk)
	begin
		ReadData1 <= Register[ReadRegister1];
		ReadData2 <= Register[ReadRegister2];
	end
endmodule

==> flow_summary.toml <==
# implementation run metrics
[outcome]
status = "finished clean"

[yosys]
synth.distinct_cells = 25
syn_area_um2 = 50100
synth_flops = 1088
synthCells = 3451
synth-cells-yosys = 3451
yosysWarnings = 1
yosysChipArea_um2 = 50100
synth_area_per_cell_um2 = 14.5
ys_seq_share_pct = 64.0

[clocking]
clk_pin_slew_ns = 0.06
insertion_delay_ns = 0.70
cts_hold_buf = 0
clkSinkCount = 1088
cts_buffer_depth = 3
h-tree-depth = 3
root_buffer = "clkbuf_16"
postCtsSetupBuffers = 0
cts_tree = "yes"
cts_inserted_buffers = 113

[floorplanning]
dieArea_um2 = 127000
rows = 129
die_width_um = 356
io_pins = 113
coreArea_um2 = 124000
floorplan.core_util_pct = 40.4
die_y_um = 356

[setup_path]
cp.arrival_ns = 3.09
required_ns = 3.12
worstPathMaxFanout = 13
cp-end-kind = "flop"
start_kind = "input pin"
criticalPathCategory = "in -> reg"
r2r_slack_ns = 0.86

[power]
leakage_nw = 23.3
peakVddDrop_v = 0.000288
p_per_area_nw_per_um2 = 347

[global_routing]
grt_max_degree = 41
grt_antenna_before_repair = 3
grt_pass1_wl_mm = 226
grt_overflow = 0
grt_pass1_vias = 33500
grt_usage_pct = 26.6

[sta]
rsz0062_at_grt = "false"
setup_viol = 0
slew_viol_final = 0
skew_ns = 0.0315
maxSlewHeadroom_pct = 36.1
worstMarginPinSlew_ns = 0.955
fin_worst_hold_slack_ns = 1.12
final_hold_viol_count = 0

[detailed_routing]
drc_errors = 0
first_pass_iters = 21
drtIter0Drc = 2291
vias_per_cell = 5.77
num_vias = 32500
wl_per_cell_um = 27.9
n_antenna_cell = 0
wl_mm = 157
antenna_left = 0

[place]
gp_congestion = 0.916
port_buffers = 112
placedCellCount = 5363
hpwl_mm = 98.3

[final_layout]
fillers = 10300
drive_above_1_share_pct = 17.5
area_growth_syn_to_layout_pct = 21.6
final_util_pct = 49.1
fin_cells = 5639

[worst_hold_path]
hold_path.class = "in -> reg"

[run]
tool_warnings = 90
maxCapViolCount = 0
-- sequential cells by signal, summed over array words and instances (netlist names) --
signal     flops
Register    1024
ReadData1     32
ReadData2     32
-- layer usage --
metal | GRT usage [%] | part of all wire, % | vias to the layer above
met4 | 6.34 | 3.0 | 6
li1 | - | - | 14500
met5 | 0.189 | 0.026 | -
met1 | 35.1 | 37 | 15900
met3 | 15.6 | 14 | 290
met2 | 39.4 | 46 | 1804
-- Yosys cell counts --
cell / instances / area share, %
nor2b_1: 4 / 0.050
nand3b_1: 5 / 0.075
nor2_1: 35 / 0.26
dfxtp_1: 64 / 2.6
or2_2: 2 / 0.025
nand3_1: 194 / 1.9
or3_1: 1 / 0.013
a31oi_1: 64 / 0.80
and2_1: 2 / 0.025
clkbuf_4: 4 / 0.060
mux2i_1: 1024 / 20
edfxtp_1: 1024 / 61
nand2b_1: 4 / 0.050
buf_4: 47 / 0.70
clkbuf_1: 84 / 0.63
inv_1: 1 / 0.0075
a22oi_1: 192 / 2.9
a21oi_1: 192 / 1.9
nand2_1: 195 / 1.5
nor3_1: 64 / 0.64
buf_2: 69 / 0.69
or3b_2: 3 / 0.052
buf_6: 45 / 1.0
buf_1: 4 / 0.030
a22o_1: 128 / 2.2
-- final timing paths --
kind	from	to	cells after the start
hold / removal	WriteData[8]	Register[11][8]	2
setup / recovery	ReadRegister1[0]	ReadData1[4]	10
setup reg to reg	Register[0][4]	ReadData1[4]	7
hold reg to reg	Register[16][27]	ReadData1[27]	4
-- critical path: stages --
cell and delay, ns:
clkdlybuf4s50_1 0.62, buf_4 0.17, nor2_4 0.04, buf_12 0.14
a22o_1 0.21, nor3_1 0.43, buf_4 0.20, a31oi_1 0.03
buf_4 0.15, nand3_1 0.08
-- metrics by stage --
stage          power, mW  instance area, um^2  setup TNS, ns  setup slack, ns
2_1_floorplan       11.4                50100              0            0.299
3_3_place_gp        12.5                56700         -30.62           -0.703
3_5_place_dp        12.5                56700         -31.20           -0.707
5_1_grt             21.8                60900              0         0.000889
4_1_cts             21.3                60800              0          0.00282
6_report            21.1                60900              0           0.0301
-- cell families after synthesis --
kind of cell,share of synthesized area (%)
AOI/OAI and AO/OA,7.84
DFF,64.0
buffers and inverters,3.13
muxes,20.5
and+or+nand+nor,4.59
-- where the power goes --
group | switching, mW | internal (mW) | leakage, nW
clock network | 3.66 | 5.24 | 2.22
logic | 1.10 | 0.868 | 11.3
registers | 0.119 | 10.2 | 9.77
-- cell usage in the layout, fill, tap and decap left out, types with 15 or more instances in the layout --
cell / netlist / routed
dfxtp_4: 0 / 21
nor3_1: 64 / 64
a22oi_1: 192 / 192
clkbuf_16: 0 / 120
clkinv_1: 0 / 20
a31oi_1: 64 / 63
nand2_1: 195 / 193
nor2_4: 0 / 34
clkinvlp_2: 0 / 15
dfxtp_2: 0 / 26
a21oi_1: 192 / 192
nand3_1: 194 / 191
bufinv_16: 0 / 15
inv_1: 1 / 67
a22o_1: 128 / 128
dlygate4sd2_1: 0 / 50
clkinv_2: 0 / 15
edfxtp_1: 1024 / 1024
dfxtp_1: 64 / 17
clkdlybuf4s50_1: 0 / 51
buf_12: 0 / 123
buf_4: 47 / 291
mux2i_1: 1024 / 1024
-- timing repair --
| item | in CTS | in global routing |
|---|---|---|
| endpoints found under the hold margin | 0 | 0 |
| pin swaps | 0 | 0 |
| endpoints found under the setup margin | 54 | 12 |
| cloned | 0 | 0 |
| gates resized | 118 | 15 |
-- layout make-up --
cell class	count	area (um^2)	share of cell area (%)
clock buffers	134	3090	5.07
clock inverters	143	1030	1.70
multi-input cells	2109	16800	27.6
flip-flops and latches	1088	32100	52.8
well taps	1637	2050	3.36
repair buffers	528	5760	9.46
No activity file was given, so power comes from the tool's default toggle rates.
