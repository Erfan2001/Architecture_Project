File: flow/run.sh
#!/bin/bash
# OpenROAD 26Q1-2900-gdf79404cd8, Yosys 0.63+post, stock flow scripts
make -C /OpenROAD-flow-scripts/flow DESIGN_CONFIG=/design/flow/config.mk WORK_HOME=/design/flow/orfs finish
File: flow/constraint.sdc
current_design MUX

set clk_period 3.4
set clk_io_pct 0.2

create_clock -name clk0 -period $clk_period

set non_clock_inputs [all_inputs -no_clocks]
set_input_delay [expr $clk_period * $clk_io_pct] -clock clk0 $non_clock_inputs
set_output_delay [expr $clk_period * $clk_io_pct] -clock clk0 [all_outputs]
File: flow/config.mk
export PLATFORM = sky130hd
export DESIGN_NAME = MUX
export DESIGN_NICKNAME = MUX
export VERILOG_FILES = /design/flow/design.v
export SDC_FILE = /design/flow/constraint.sdc
export NUM_CORES = 4
export LEC_CHECK = 1
export CORE_AREA = 10 10 70 70
export DIE_AREA = 0 0 80 80
File: flow/design.v
`timescale 1ns / 1ps
module MUX
#(parameter BUS_WIDTH = 32)(
		input [BUS_WIDTH-1:0] A,
		input [BUS_WIDTH-1:0] B,
		input [BUS_WIDTH-1:0] C,
		input [1:0] cntl,
		output reg [BUS_WIDTH-1:0] MUXOut
		);
always @(*)
begin
	case(cntl)
		2'b00 : MUXOut <= A;
		2'b01 : MUXOut <= B;
		2'b10 : MUXOut <= C;
		default : MUXOut <= {BUS_WIDTH{1'b0}};
	endcase
end
endmodule : MUX
==> ci_impl_report.md <==
### Flow metrics

| Metric | Value |
|---|---|
| Highest-count cells in the layout ignoring fill and taps | sky130_fd_sc_hd__clkdlybuf4s50_1, sky130_fd_sc_hd__mux2i_1, sky130_fd_sc_hd__o2bb2ai_1 |
| Area taken by flip-flops and latches | 0 um^2 |
| Highest achievable clock rate | 346 MHz |
| Most Used Layer, Global Route | met2 |
| Total iterations of the first detailed-routing run | 2 |
| Met1 demand-to-capacity share in global routing | 0.150 |
| Maximum resistive drop on vdd | 0.0000494 V |
| DR vias | 1128 |
| Worst Hold Path Cells | 3 |
| Yosys warning total | 1 |
| Synthesized instance count | 77 |
| Effective utilization at floorplan | 0.230 |
| Worst hold slack | 2.28 ns |
| End point of the worst hold path | MUXOut[21] |
| Actual transition at the worst max-transition pin | 0.481 ns |
| Fillcell total | 285 |
| Total antenna diodes in the routed design | 0 |
| Dominant logic cell type in the layout | sky130_fd_sc_hd__clkdlybuf4s50_1 |
| Final-layout clock buffer total | 0 |
| Drc violations | 0 |
| Vias in the first global route | 1220 |
| Total negative setup slack | 0 ns |
| Global-route wire length before repair | 6580 um |
| RSZ-0062 raised after global routing | false |
| Final Hold Viols | 0 |
| Final worst path period share | 0.850 |
| Antenna violations before repair | 0 |
| Data required, critical path | 2.72 ns |
| Leakage | 0.800 nW |
| RePlAce Congestion | 0.832 |
| Crit. End Element | primary output |
| Tally of buffers added on design ports | 130 |
| Chip area | 6400 um^2 |
| GRT Total Usage | 0.127 |
| Core Box Area | 3420 um^2 |
| Chip area line of the yosys report | 787 um^2 |
| Final tally of setup violations | 0 |
| Synth-to-Final Area Change | 164% |
| Delay of the slowest cell on the worst path | 0.51 ns |
| Per-cell routed wire length | 18.3 um |
| Most frequent cell on the critical path | sky130_fd_sc_hd__clkdlybuf4s50_1 |
| Final max-slew violation count | 0 |
| Cell breakdown of the critical path | clkdlybuf4s50_1, nor2b_4, buf_4, o2bb2ai_1, clkdlybuf4s50_1 |
| Sequential area share after synthesis | 0 |
| Power Density | 122 nW/um^2 |
| Total power of the final layout | 253 uW |
| Hold-fix buffers, CTS | 0 |
| Combined area of all synthesized cells | 787 um^2 |
| Width of the chip | 80 um |
| Met2 GRT Util | 0.230 |
| Tool warnings | 33 |
| Max-capacitance violation count | 0 |
| Final Critical Period | 2.89 ns |
| Vertical extent of the die | 80 um |
| Worst min-delay path category | input port to primary output |
| Count of different cell masters after synthesis | 8 |
| Number of cells in Yosys stat | 77 |
| Number of cells upsized or downsized after cts | 0 |
| Routed wire length | 4530 um |
| Maximum number of pins on one net before global-route repair | 33 |
| Post-CTS Setup Inserts | 0 |
| Cell row count | 21 |
| Largest driver fanout on the critical path | 22 |
| Hold Path Origin | B[21] |
| Met3 demand-to-capacity share in global routing | 0.0420 |
| I/O pin count | 130 |
| Vias per cell | 4.57 |
| Critical path startpoint category | input port |
| Fraction of final layout cells with drive strength greater than 1 | 0.0896 |
| Flip-flop and latch count | 0 |
| Total congestion overflow | 0 |
| Result of the run | complete, no violations |
| Violation tally from detailed-route iteration zero | 11 |
| Worst setup path class | input port to primary output |
| Relative slew margins | 0.679 |
| Critical Path AT | 2.21 ns |
| Antenna Violating Nets Remaining | 0 |
| Detailed placement HPWL | 4060 um |
| Cell at the slowest stage of the critical path | sky130_fd_sc_hd__clkdlybuf4s50_1 |
| Avg Inst Size Synth | 10.2 um^2 |
==> Yosys cell counts <==
cell type | instances | area [um^2]
sky130_fd_sc_hd__buf_6 | 8 | 90.1
sky130_fd_sc_hd__buf_4 | 1 | 7.51
sky130_fd_sc_hd__o2bb2ai_1 | 22 | 193
sky130_fd_sc_hd__o2bb2ai_2 | 10 | 150
sky130_fd_sc_hd__clkbuf_1 | 2 | 7.51
sky130_fd_sc_hd__buf_2 | 1 | 5.00
sky130_fd_sc_hd__nor2b_4 | 1 | 13.8
sky130_fd_sc_hd__mux2i_1 | 32 | 320
==> per-layer routing <==
metal | routed length [um] | vias up
li1 | - | 568
met1 | 1740 | 492
met2 | 2290 | 68
met3 | 497 | 0
met4 | 0 | 0
met5 | 0 | -
==> per-stage QoR <==
| stage | cell area, um^2 | std cells | util | setup slack, ns |
|---|---|---|---|---|
| after floorplan | 787 | 77 | - | 1.44 |
| after global placement | 2080 | 247 | 0.608 | 0.501 |
| after detailed placement | 2080 | 247 | 0.608 | 0.483 |
| after CTS | 2080 | 247 | 0.608 | 0.483 |
| after global routing | 2080 | 247 | 0.608 | 0.401 |
| final | 2080 | 247 | 0.608 | 0.511 |
==> worst max-delay path: cells and delay by family <==
family,cells,cell delay [ns]
AND/OR/NAND/NOR,1,0.14
AND-OR/OR-AND,1,0.14
buffers and inverters,3,1.25
==> kinds of logic (layout without fill, tap and decap cells) <==
family,count (synthesis),in the layout,share of synthesized area
compound gates,32,32,0.436
mux,32,32,0.407
buf+inv,12,136,0.140
simple gates,1,1,0.0175
==> where the power goes <==
part / internal, mW / total, mW / leakage [nW] / switching [mW]
Sequential: 0 / 0 / 0 / 0
Combinational: 0.188 / 0.253 / 0.800 / 0.0645
Clock: 0 / 0 / 0 / 0
==> how the worst max path moves through the flow <==
stage	to	cells after the start	startpoint	slack, ns
CTS	MUXOut[18]	5	cntl[0]	0.48
finish	MUXOut[11]	5	cntl[0]	0.51
global route	MUXOut[11]	5	cntl[0]	0.40
==> final cells by class <==
class | count | area [um^2] | area share
repair buffers | 136 | 1340 | 0.646
well taps | 46 | 57.6 | 0.0277
multi-input cells | 65 | 677 | 0.326
Power figures rest on the tool's default switching activity, not on a simulated workload.
